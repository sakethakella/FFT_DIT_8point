[design.v]
module fft_8point(
    input clk,
    input rst,
    input  signed [15:0] x_real_0, input signed [15:0] x_imag_0,
    input  signed [15:0] x_real_1, input signed [15:0] x_imag_1,
    input  signed [15:0] x_real_2, input signed [15:0] x_imag_2,
    input  signed [15:0] x_real_3, input signed [15:0] x_imag_3,
    input  signed [15:0] x_real_4, input signed [15:0] x_imag_4,
    input  signed [15:0] x_real_5, input signed [15:0] x_imag_5,
    input  signed [15:0] x_real_6, input signed [15:0] x_imag_6,
    input  signed [15:0] x_real_7, input signed [15:0] x_imag_7,
    output signed [15:0] X_real_0, output signed [15:0] X_imag_0,
    output signed [15:0] X_real_1, output signed [15:0] X_imag_1,
    output signed [15:0] X_real_2, output signed [15:0] X_imag_2,
    output signed [15:0] X_real_3, output signed [15:0] X_imag_3,
    output signed [15:0] X_real_4, output signed [15:0] X_imag_4,
    output signed [15:0] X_real_5, output signed [15:0] X_imag_5,
    output signed [15:0] X_real_6, output signed [15:0] X_imag_6,
    output signed [15:0] X_real_7, output signed [15:0] X_imag_7
);
    reg signed [15:0] stage1_real [7:0], stage1_imag [7:0];
    reg signed [15:0] stage2_real [7:0], stage2_imag [7:0];
    reg signed [15:0] stage3_real [7:0], stage3_imag [7:0];
    wire signed [15:0] W_real_0, W_real_1, W_real_2, W_real_3;
    wire signed [15:0] W_imag_0, W_imag_1, W_imag_2, W_imag_3;
    twiddle_rom tw_rom(
        .W_real_0(W_real_0), .W_real_1(W_real_1), .W_real_2(W_real_2), .W_real_3(W_real_3),
        .W_imag_0(W_imag_0), .W_imag_1(W_imag_1), .W_imag_2(W_imag_2), .W_imag_3(W_imag_3)
    );
    integer i;
    wire signed [15:0] x_real [7:0];
    wire signed [15:0] x_imag [7:0];
    assign x_real[0] = x_real_0; assign x_imag[0] = x_imag_0;
    assign x_real[1] = x_real_1; assign x_imag[1] = x_imag_1;
    assign x_real[2] = x_real_2; assign x_imag[2] = x_imag_2;
    assign x_real[3] = x_real_3; assign x_imag[3] = x_imag_3;
    assign x_real[4] = x_real_4; assign x_imag[4] = x_imag_4;
    assign x_real[5] = x_real_5; assign x_imag[5] = x_imag_5;
    assign x_real[6] = x_real_6; assign x_imag[6] = x_imag_6;
    assign x_real[7] = x_real_7; assign x_imag[7] = x_imag_7;
    always @(posedge clk or posedge rst) begin
        if (rst) begin
            for (i = 0; i < 8; i = i + 1) begin
                stage1_real[i] <= 0;
                stage1_imag[i] <= 0;
            end
        end else begin
            for (i = 0; i < 4; i = i + 1) begin
                stage1_real[i]     <= x_real[i] + x_real[i+4];
                stage1_imag[i]     <= x_imag[i] + x_imag[i+4];
                stage1_real[i+4]   <= x_real[i] - x_real[i+4];
                stage1_imag[i+4]   <= x_imag[i] - x_imag[i+4];
            end
        end
    end
    wire signed [15:0] mult_in1_real, mult_in1_imag, mult_in2_real, mult_in2_imag;
    wire signed [15:0] mult_out_real, mult_out_imag;
    assign mult_in1_real = stage1_real[4] - stage1_real[6];
    assign mult_in1_imag = stage1_imag[4] - stage1_imag[6];
    assign mult_in2_real = W_real_1;
    assign mult_in2_imag = W_imag_1;
    complex_mult u_mult(
        .a_real(mult_in1_real), .a_imag(mult_in1_imag),
        .b_real(mult_in2_real), .b_imag(mult_in2_imag),
        .out_real(mult_out_real), .out_imag(mult_out_imag)
    );
    always @(posedge clk or posedge rst) begin
        if (rst) begin
            for (i = 0; i < 8; i = i + 1) begin
                stage2_real[i] <= 0;
                stage2_imag[i] <= 0;
            end
        end else begin
            for (i = 0; i < 2; i = i + 1) begin
                stage2_real[i]     <= stage1_real[i] + stage1_real[i+2];
                stage2_imag[i]     <= stage1_imag[i] + stage1_imag[i+2];
                stage2_real[i+2]   <= stage1_real[i] - stage1_real[i+2];
                stage2_imag[i+2]   <= stage1_imag[i] - stage1_imag[i+2];
                stage2_real[i+4]   <= stage1_real[i+4] + stage1_real[i+6];
                stage2_imag[i+4]   <= stage1_imag[i+4] + stage1_imag[i+6];
                stage2_real[i+6]   <= mult_out_real;
                stage2_imag[i+6]   <= mult_out_imag;
            end
        end
    end
    always @(posedge clk or posedge rst) begin
        if (rst) begin
            for (i = 0; i < 8; i = i + 1) begin
                stage3_real[i] <= 0;
                stage3_imag[i] <= 0;
            end
        end else begin
            for (i = 0; i < 8; i = i + 1) begin
                stage3_real[i] <= stage2_real[i];
                stage3_imag[i] <= stage2_imag[i];
            end
        end
    end
    assign X_real_0 = stage3_real[0]; assign X_imag_0 = stage3_imag[0];
    assign X_real_1 = stage3_real[1]; assign X_imag_1 = stage3_imag[1];
    assign X_real_2 = stage3_real[2]; assign X_imag_2 = stage3_imag[2];
    assign X_real_3 = stage3_real[3]; assign X_imag_3 = stage3_imag[3];
    assign X_real_4 = stage3_real[4]; assign X_imag_4 = stage3_imag[4];
    assign X_real_5 = stage3_real[5]; assign X_imag_5 = stage3_imag[5];
    assign X_real_6 = stage3_real[6]; assign X_imag_6 = stage3_imag[6];
    assign X_real_7 = stage3_real[7]; assign X_imag_7 = stage3_imag[7];
endmodule
module twiddle_rom(
    output reg signed [15:0] W_real_0, W_real_1, W_real_2, W_real_3,
    output reg signed [15:0] W_imag_0, W_imag_1, W_imag_2, W_imag_3
);
    initial begin
        W_real_0 = 16'sh7FFF; W_imag_0 = 16'sh0000;  
        W_real_1 = 16'sh5A82; W_imag_1 = 16'shA57E;  
        W_real_2 = 16'sh0000; W_imag_2 = 16'sh8000;  
        W_real_3 = 16'shA57E; W_imag_3 = 16'shA57E;  
    end
endmodule
module complex_mult(
    input signed [15:0] a_real, a_imag, b_real, b_imag,
    output signed [15:0] out_real, out_imag
);
    wire signed [31:0] real_part, imag_part;
    assign real_part = (a_real * b_real - a_imag * b_imag) >>> 15;
    assign imag_part = (a_real * b_imag + a_imag * b_real) >>> 15;
    assign out_real = real_part[15:0];
    assign out_imag = imag_part[15:0];
endmodule
[run.sh]
#!/bin/bash
# OpenROAD 26Q1-2900-gdf79404cd8, Yosys 0.63+post, stock flow scripts
make -C /OpenROAD-flow-scripts/flow DESIGN_CONFIG=/design/flow/config.mk WORK_HOME=/design/flow/orfs finish
[config.mk]
export PLATFORM = sky130hd
export DESIGN_NAME = fft_8point
export DESIGN_NICKNAME = fft_8point
export VERILOG_FILES = /design/flow/design.v
export SDC_FILE = /design/flow/constraint.sdc
export NUM_CORES = 4
export LEC_CHECK = 1
export CORE_UTILIZATION = 50
[constraint.sdc]
current_design fft_8point

set clk_period 28.7
set clk_io_pct 0.2

create_clock -name clk0 -period $clk_period [get_ports {clk}]

set non_clock_inputs [all_inputs -no_clocks]
set_input_delay [expr $clk_period * $clk_io_pct] -clock clk0 $non_clock_inputs
set_output_delay [expr $clk_period * $clk_io_pct] -clock clk0 [all_outputs]
==> results.ini <==
[global_routing]
grt_antenna_before_repair = 2
grt_max_degree = 125
grt_util_met2 = 0.371
grt_util_met3 = 0.0630
top_usage_layer = met1
globalRouteMet1Util = 0.396
grt_usage = 0.252
grt_first_pass_wirelength_um = 218000
overflow = 0
grt_pass1_vias = 40600

[sta]
fin_hold_ws_ns = 0.335
setup_tns_ns = 0
fmax_mhz = 89.8
rsz0062_at_grt = false
setup_viol = 0
skew_ns = 0.0307
fin_crit_sh = 0.388
slew_headroom = 0.276
worst_slack_ns = 17.56
fin_crit_ns = 11.14
drv_slew = 0
tightest_slew_ns = 1.06
finalHoldViolCount = 0

[run]
warnings = 275
drv_cap = 0

[clock_network]
cts_sinks = 680
clk_latency_ns = 0.66
post_cts_buffers = 0
cts_resized = 0
clkSlewWorstSetupHoldPaths_ns = 0.06
cts_buffer_depth = 3
htreeDepth = 3
cts_hold_buf = 0
ctsRootBufferMaster = clkbuf_16
cts_tree = built
cts_buffers = 78

[floorplanning]
die_h_um = 340
die_area_um2 = 115000
ios = 514
fp_util = 0.505
core.rowCount = 123
core_um2 = 113000
die_w_um = 340

[routing]
wl_per_cell_um = 16.9
via_per_inst = 5.03
drt_iter0_drc = 1832
routed_wl_um = 135000
drt_pass1_iterations = 6
antenna-diode-count = 0
vias = 40100
drc_errors = 0
ant_nets = 0

[synth]
syn-cell-area_um2 = 57000
enable_flop_cells = 0
postSynthAreaPerCell_um2 = 9.69
ys_cells = 5878
synth_cells = 5878
ys_chip_area_um2 = 57000
ys.flops = 680
ys.warnings.count = 8
ff_type = dfrtp_1
yosys-top-cells-area = dfrtp_1, ha_1, fa_1, inv_1, xnor2_1
yosysTopAreaCell = dfrtp_1
top_area_frac = 0.299
ys_async_sr_fraction = 1.00
synth_seq_share = 0.299
yosysUniqueCellTypes = 75

[critical_path]
critPathCaptureType = flop
crit_type = reg -> reg
critPathBufInv = 6
max_stage_delay_ns = 0.65
crit_slowest_cell = a2111oi_1
cp_max_fo = 10
crit_family = adder cells
critPathLaunchType = flop
critPathArrivalTime_ns = 11.64
cp.required_ns = 29.20

[layout]
drive_gt1_frac = 0.0320
fillers = 9443
lay_top_count = inv_1
regArea_um2 = 17000
comb_area_um2 = 35100
design_area_um2 = 66600
layout_top_cells = inv_1, ha_1, dfrtp_1
fin_util = 0.590
area.growth.synth_to_final_pct = 16.9

[placement]
placed_area_um2 = 63800
pre_cts_slack_ns = 17.64
io_buffers = 513
finalWeightedCongestion = 0.973
hpwlAfterDp_um = 112000

[run_status]
status = finished, final reports clean

[worst_hold_path]
min_path_type = reg -> reg

## layer usage
layer	vias to the layer above	routed length, um
met1	18800	63900
met5	-	23
li1	20200	-
met3	158	8500
met2	861	58900
met4	4	3290
## sequential cells by signal (all words and copies together), names as in the netlist
signal,count
stage3_imag,108
stage1_imag,124
stage2_imag,108
stage3_real,108
stage1_real,124
stage2_real,108
## logic make-up after synthesis
family	Yosys count	share of synthesized area
other	1	0.0000658
adders and majority gates	1286	0.325
muxes	20	0.00351
buffers and inverters	1271	0.0867
DFF	680	0.299
and+or+nand+nor	1100	0.0940
xor gates and xnor gates	504	0.0784
AOI/OAI and AO/OA	1016	0.114
## cell usage after synthesis, types with 15 or more instances
library cell,n
fa_1,325
clkbuf_1,72
nor4_1,18
a211oi_1,46
o31ai_1,27
mux2i_1,20
o21a_1,20
a21o_1,86
nand4_1,16
xnor2_1,338
o211ai_1,31
nor2_1,357
xor2_1,162
o21bai_1,67
nor2b_1,73
or4_1,31
nor3_1,102
inv_1,1149
o2111ai_1,15
a2111oi_0,16
o21ai_0,229
dfrtp_1,680
ha_1,960
nand2_1,204
a21oi_1,305
nand2b_1,97
or3_1,25
and3_1,51
buf_4,40
nand3_1,76
a31oi_1,28
a21boi_0,45
## worst paths after layout
path                                             startpoint                            to  depth (start not counted)  slack [ns]
worst max-delay path            stage1_imag[4][0]$_DFF_PP0_  stage2_real[6][15]$_DFF_PP0_                         40       17.56
worst min-delay path            stage2_real[4][7]$_DFF_PP0_   stage3_real[4][7]$_DFF_PP0_                          0        0.34
worst max register to register  stage1_imag[4][0]$_DFF_PP0_  stage2_real[6][15]$_DFF_PP0_                         40       17.56
worst min register to register  stage2_real[4][7]$_DFF_PP0_   stage3_real[4][7]$_DFF_PP0_                          0        0.34
max in group asynchronous                               rst  stage3_imag[1][12]$_DFF_PP0_                          6       20.22
min in group asynchronous                               rst   stage3_real[1][1]$_DFF_PP0_                          2        5.52
## stage by stage
| stage | std cells |
|---|---|
| 2_1_floorplan | 5879 |
| 3_3_place_gp | 7819 |
| 3_5_place_dp | 7819 |
| 4_1_cts | 7963 |
| 5_1_grt | 7963 |
| 6_report | 7963 |
## area by class of cell
type,count,share of cell area
Timing Repair Buffer,557,0.0823
Clock inverter,39,0.00973
Multi-Input combinational cell,3928,0.526
Tap cell,1500,0.0282
Clock buffer,105,0.0328
Inverter,1154,0.0652
Sequential cell,680,0.256
